==> design/flow/design.v <==
module bcd_binario (
    input  logic [7:0] bcd,  
    output logic [3:0] bin   
);
    logic [4:0] decenas; 
    always_comb begin
        unique case (bcd [7:4])
                4'b0001 : decenas = 4'b1010;
                default : decenas = 4'b0000;
            endcase
        bin = bcd [3:0] + decenas;
    end
endmodule
module debounce (
    input  logic clk,
    input  logic rst,            
    input  logic key,            
    output logic key_pressed     
);
    parameter int N = 14;
    logic [N-1:0] reg_sat, reg_next;
    logic SAMPLE1, SAMPLE2;
    logic reg_reset;
    logic reg_add;
    logic key_stable;
    assign reg_reset = (SAMPLE1 ^ SAMPLE2);
    assign reg_add   = ~reg_sat[N-1];
    always_comb begin
        case ({reg_reset, reg_add})
            2'b00: reg_next = reg_sat;           
            2'b01: reg_next = reg_sat + 1'b1;    
            default: reg_next = {N{1'b0}};       
        endcase
    end
    always_ff @(posedge clk or negedge rst) begin
        if (!rst) begin
            SAMPLE1     <= 1'b1;
            SAMPLE2     <= 1'b1;
            reg_sat     <= '0;
            key_stable  <= 1'b1;   
            key_pressed <= 1'b1;   
        end else begin
            SAMPLE1 <= key;
            SAMPLE2 <= SAMPLE1;
            reg_sat <= reg_next;
            if (reg_sat[N-1]) begin
                key_stable <= SAMPLE2;
            end
            key_pressed <= key_stable ? 1'b1 : 1'b0;
        end
    end
endmodule
module display_7seg  (
    input  logic        clk,
    input  logic        rst,        
    input  logic [15:0] digito,     
    output logic [3:0]  anodo,      
    output logic [6:0]  seven
);
    logic [15:0] contador;
    logic [1:0]  anodo_selec;
    logic        phase;         
    logic [3:0]  data;
    logic [6:0]  seven_next;
    always_ff @(posedge clk or negedge rst) begin
        if (!rst) begin
            contador    <= 0;
            anodo_selec <= 0;
            phase       <= 1'b0;
        end else begin
            if (contador == 16'd3000) begin
                contador <= 0;
                phase    <= ~phase;           
                if (phase == 1'b0) begin
                    anodo_selec <= anodo_selec + 1'b1;
                end
            end else begin
                contador <= contador + 1'b1;
            end
        end
    end
    always_ff @(posedge clk or negedge rst) begin
        if (!rst) begin
            data <= 4'd0;
        end else begin
            case (anodo_selec)
                2'b00: data <= digito[3:0];
                2'b01: data <= digito[7:4];
                2'b10: data <= digito[11:8];
                2'b11: data <= digito[15:12];
            endcase
        end
    end
    display_bin_hex u_display_bin_hex (
        .switch(data),
        .seven (seven_next)    
    );
    always_ff @(posedge clk or negedge rst) begin
        if (!rst) begin
            seven <= 7'b111_1111;  
        end else begin
            seven <= seven_next;
        end
    end
    always_ff @(posedge clk or negedge rst) begin
        if (!rst) begin
            anodo <= 4'b1111;           
        end else begin
            if (phase == 1'b0) begin
                anodo <= 4'b1111;
            end else begin
                case (anodo_selec)
                    2'b00: anodo <= 4'b1110;  
                    2'b01: anodo <= 4'b1101;  
                    2'b10: anodo <= 4'b1011;  
                    2'b11: anodo <= 4'b0111;  
                endcase
            end
        end
    end
endmodule
module display_bin_hex (
    input  logic [3:0] switch,
    output logic [6:0] seven  
);
    always_comb begin
        seven = 7'b1111111;
        case (switch)
            4'b0000: seven = 7'b0000001;  
            4'b0001: seven = 7'b1001111;  
            4'b0010: seven = 7'b0010010;  
            4'b0011: seven = 7'b0000110;  
            4'b0100: seven = 7'b1001100;  
            4'b0101: seven = 7'b0100100;  
            4'b0110: seven = 7'b0100000;  
            4'b0111: seven = 7'b0001111;  
            4'b1000: seven = 7'b0000000;  
            4'b1001: seven = 7'b0000100;  
            4'b1010: seven = 7'b0001000;  
            4'b1011: seven = 7'b1100000;  
            4'b1100: seven = 7'b0110001;  
            4'b1101: seven = 7'b1000010;  
            4'b1111: seven = 7'b1111111;  
            default: seven = 7'b1111111;  
        endcase
    end
endmodule
module operacion #(
    parameter int SCAN_DIV = 500
)(
    input   logic       clk,
    input   logic       rst,
    input   logic [3:0] dividendo,
    input   logic [3:0] divisor,
    output  logic [3:0] cociente,
    output  logic [3:0] resto
);
    logic [$clog2(SCAN_DIV)-1:0] scan_div = 0;
    logic [1:0] contador = 0;
    logic [3:0] a_reg;  
    logic [3:0] b_reg;  
    logic [3:0] r_reg;  
    logic [3:0] q_reg;  
    logic        [3:0] r_next;
    logic signed [4:0] d_next;  
    always_comb begin
        a_reg  = dividendo;
        b_reg  = divisor;
        r_next = {r_reg[2:0], a_reg[3 - contador]};                
        d_next = $signed({1'b0, r_next}) - $signed({1'b0, b_reg});  
    end
    always_ff @(posedge clk or negedge rst) begin
        if (!rst) begin
            scan_div  <= 0;
            contador  <= 0;
            r_reg     <= 4'b0000;
            q_reg     <= 4'b0000;
        end else begin
            if (scan_div == SCAN_DIV-1) begin
            if (d_next < 0) begin
                q_reg[3 - contador] <= 1'b0;
                r_reg               <= r_next;
            end else begin
                q_reg[3 - contador] <= 1'b1;
                r_reg               <= d_next[3:0];
            end
            scan_div <= 0;
            contador <= (contador == 3) ? 0: contador + 1;
            end else begin
                scan_div <= scan_div + 1;
            end
        end
    end
    assign cociente = q_reg;
    assign resto    = r_reg;
endmodule
module teclado #(
    parameter int SCAN_DIV = 13_500   
)(
    input  logic clk,
    input  logic [3:0] filas,
    output logic [3:0] columnas,
    output logic [3:0] boton
);
    logic [1:0] contador = 0;
    logic [$clog2(SCAN_DIV)-1:0] scan_col = 0;
    always_ff @(posedge clk) begin
        if (scan_col == SCAN_DIV-1) begin
            scan_col <= 0;
            contador <= (contador == 3) ? 0: contador + 1;
        end else begin
            scan_col <= scan_col + 1;
        end        
        case(contador)
            0: columnas <= 4'b0111;
            1: columnas <= 4'b1011;
            2: columnas <= 4'b1101;
            3: columnas <= 4'b1110;
        endcase
        boton <= 4'b1111;
        case(columnas)
            4'b0111:begin
                if(filas == 4'b0111) boton <= 4'b0001;  
                if(filas == 4'b1011) boton <= 4'b0100;  
                if(filas == 4'b1101) boton <= 4'b0111;  
                if(filas == 4'b1110) boton <= 4'b1101;  
            end
            4'b1011:begin
                if(filas == 4'b0111) boton <= 4'b0010;  
                if(filas == 4'b1011) boton <= 4'b0101;  
                if(filas == 4'b1101) boton <= 4'b1000;  
                if(filas == 4'b1110) boton <= 4'b0000;  
            end
            4'b1101:begin
                if(filas == 4'b0111) boton <= 4'b0011;  
                if(filas == 4'b1011) boton <= 4'b0110;  
                if(filas == 4'b1101) boton <= 4'b1001;  
                if(filas == 4'b1110) boton <= 4'b1110;  
            end
            4'b1110:begin
                if(filas == 4'b0111) boton <= 4'b1010;  
                if(filas == 4'b1011) boton <= 4'b1011;  
                if(filas == 4'b1101) boton <= 4'b1100;  
                if(filas == 4'b1110) boton <= 4'b1101;  
            end
            default: boton <= 4'b1111;
        endcase
    end
endmodule
module top #(
    parameter int WAIT_CYCLES = 17_550_000,
    parameter int OP_CYCLES   = 13_500_000
)(
    input  logic       clk,    
    input  logic       rst,    
    output logic [3:0] anodo,  
    output logic [6:0] seven,  
    output logic [3:0] col,    
    input  logic [3:0] fil     
);
    logic [3:0] filas_debounce;
    logic [3:0] boton_press;
    debounce f0 (.clk(clk), .rst(rst), .key(fil[0]), .key_pressed(filas_debounce[0]));
    debounce f1 (.clk(clk), .rst(rst), .key(fil[1]), .key_pressed(filas_debounce[1]));
    debounce f2 (.clk(clk), .rst(rst), .key(fil[2]), .key_pressed(filas_debounce[2]));
    debounce f3 (.clk(clk), .rst(rst), .key(fil[3]), .key_pressed(filas_debounce[3]));
    teclado teclado_inst (
        .clk      (clk),
        .filas    (filas_debounce),
        .columnas (col),
        .boton    (boton_press)
    );
    logic [3:0] key_prev1;
    logic [3:0] key_prev2;
    logic       key_down;
    always_ff @(posedge clk or negedge rst) begin
        if (!rst) begin
            key_prev1 <= 4'b1111;
            key_prev2 <= 4'b1111;
            key_down  <= 1'b0;
        end else begin
            key_down  <= (key_prev2 == 4'b1111) &&
                         (key_prev1 == 4'b1111) &&
                         (boton_press != 4'b1111);
            key_prev2 <= key_prev1;
            key_prev1 <= boton_press;
        end
    end
    typedef enum logic [1:0] {
        STATE_INPUT_A,    
        STATE_INPUT_B,    
        STATE_WAIT,       
        STATE_OPERACION   
    } operation_state_t;
    operation_state_t current_state, next_state;
    operation_state_t prev_state;    
    logic [3:0] A0, A1;  
    logic [3:0] B0, B1;  
    localparam int WAIT_CNT_WIDTH = $clog2(WAIT_CYCLES);
    logic [WAIT_CNT_WIDTH-1:0] wait_cnt;
    logic                      wait_done;
    assign wait_done = (wait_cnt == WAIT_CYCLES-1);
    logic [3:0] a_bin, b_bin;
    logic [3:0] q_bcd, r_bcd;           
    bcd_binario dividendo (.bcd ({A1, A0}), .bin (a_bin));
    bcd_binario divisor   (.bcd ({B1, B0}), .bin (b_bin));
    operacion #(.SCAN_DIV(4)) divisor_inst (
        .clk       (clk),
        .rst       (rst),
        .dividendo (a_bin),
        .divisor   (b_bin),
        .cociente  (q_bcd),
        .resto     (r_bcd)
    );
    logic [3:0] Q_LATCH, R_LATCH;
    logic       op_latched;    
    localparam int OP_CNT_WIDTH = $clog2(OP_CYCLES);
    logic [OP_CNT_WIDTH-1:0] op_cnt;
    logic                    op_done;
    assign op_done = (op_cnt == OP_CYCLES-1);
    always_ff @(posedge clk or negedge rst) begin
        if (!rst) begin
            current_state <= STATE_INPUT_A;
            prev_state    <= STATE_INPUT_A;
            A0 <= 4'b1111; A1 <= 4'b1111;
            B0 <= 4'b1111; B1 <= 4'b1111;
            wait_cnt   <= '0;
            op_cnt     <= '0;
            op_latched <= 1'b0;
            Q_LATCH    <= 4'b1111;
            R_LATCH    <= 4'b1111;
        end else begin
            current_state <= next_state;
            case (current_state)
                STATE_WAIT: begin
                    if (!wait_done)
                        wait_cnt <= wait_cnt + 1;
                    else
                        wait_cnt <= '0;
                end
                default: begin
                    wait_cnt <= '0;
                end
            endcase
            if (current_state == STATE_OPERACION) begin
                if (!op_done) begin
                    op_cnt <= op_cnt + 1;
                end else begin
                    op_cnt <= op_cnt;
                    if (!op_latched) begin
                        Q_LATCH    <= q_bcd;
                        R_LATCH    <= r_bcd;
                        op_latched <= 1'b1;
                    end
                end
            end else begin
                op_cnt     <= '0;
                op_latched <= 1'b0;
            end
            if (key_down) begin
                unique case (current_state)
                    STATE_INPUT_A,
                    STATE_INPUT_B: begin
                        unique case (boton_press)
                            4'b1101: begin
                                A0 <= 4'b1111; A1 <= 4'b1111;
                                B0 <= 4'b1111; B1 <= 4'b1111;
                                prev_state <= STATE_INPUT_A;
                                op_latched <= 1'b0;
                                Q_LATCH    <= 4'b1111;
                                R_LATCH    <= 4'b1111;
                            end
                            4'b1110: begin
                                if (current_state == STATE_INPUT_A)
                                    prev_state <= STATE_INPUT_B;      
                                else
                                    prev_state <= STATE_OPERACION;    
                            end
                            default: begin
                                if (current_state == STATE_INPUT_A) begin
                                    A1 <= A0;
                                    A0 <= boton_press;
                                    prev_state <= STATE_INPUT_A;
                                end else begin
                                    B1 <= B0;
                                    B0 <= boton_press;
                                    prev_state <= STATE_INPUT_B;
                                end
                            end
                        endcase
                    end
                    STATE_OPERACION: begin
                        if (boton_press == 4'b1101) begin  
                            A0 <= 4'b1111; A1 <= 4'b1111;
                            B0 <= 4'b1111; B1 <= 4'b1111;
                            prev_state <= STATE_INPUT_A;
                            op_latched <= 1'b0;
                            Q_LATCH    <= 4'b1111;
                            R_LATCH    <= 4'b1111;
                        end
                    end
                    default: begin
                    end
                endcase
            end
        end
    end
    always_comb begin
        next_state = current_state;
        case (current_state)
            STATE_INPUT_A,
            STATE_INPUT_B: begin
                if (key_down)
                    next_state = STATE_WAIT;
            end
            STATE_WAIT: begin
                if (wait_done)
                    next_state = prev_state;
            end
            STATE_OPERACION: begin
                if (key_down && (boton_press == 4'b1101))
                    next_state = STATE_WAIT;
            end
            default: begin
                next_state = STATE_INPUT_A;
            end
        endcase
    end
    logic [15:0]      display_data;
    operation_state_t display_state;
    always_comb begin
        if (current_state == STATE_WAIT)
            display_state = prev_state;
        else
            display_state = current_state;
        display_data = 16'hFFFF;
        unique case (display_state)
            STATE_INPUT_A:
                display_data = {4'b1010, 4'b1111, A1, A0};
            STATE_INPUT_B:
                display_data = {4'b1011, 4'b1111, B1, B0};
            STATE_OPERACION:
                display_data = {a_bin, Q_LATCH, b_bin, R_LATCH};
            default:
                display_data = 16'hFFFF;
        endcase
    end
    display_7seg display (
        .clk   (clk),
        .rst   (rst),
        .digito(display_data),
        .anodo (anodo),
        .seven (seven)
    );
endmodule
==> design/flow/run.sh <==
#!/bin/bash
# OpenROAD 26Q1-2900-gdf79404cd8, Yosys 0.63+post, stock flow scripts
make -C /OpenROAD-flow-scripts/flow DESIGN_CONFIG=/design/flow/config.mk WORK_HOME=/design/flow/orfs finish
==> design/flow/config.mk <==
export PLATFORM = sky130hd
export DESIGN_NAME = top
export DESIGN_NICKNAME = top
export VERILOG_FILES = /design/flow/design.v
export SDC_FILE = /design/flow/constraint.sdc
export NUM_CORES = 4
export LEC_CHECK = 1
export CORE_UTILIZATION = 40
==> design/flow/constraint.sdc <==
current_design top

set clk_period 4.6
set clk_io_pct 0.2

create_clock -name clk0 -period $clk_period [get_ports {clk}]

set non_clock_inputs [all_inputs -no_clocks]
set_input_delay [expr $clk_period * $clk_io_pct] -clock clk0 $non_clock_inputs
set_output_delay [expr $clk_period * $clk_io_pct] -clock clk0 [all_outputs]
==> flow_summary.toml <==
# generated from flow reports
[synth]
edf_count = 2
ys.flops = 229
synthCells = 1100
yosysSeqAreaShare_pct = 51.5
synthArstFlopShare_pct = 89.5
synthesis.area_um2 = 11100
avgSynthCellArea_um2 = 10.1
yosys_area_um2 = 11100
yosys_warnings = 7
yosysUniqueCellTypes = 64
ys.flop_type = "dfrtp_1"
yosys_cells = 1100

[power]
power_density_nw_per_um2 = 339
p_leak_nw = 5.10
max-vdd-ir-drop_mv = 0.228

[detailed_routing]
wirelength_um = 19400
avgRoutedWirePerCell_um = 12.9
drt_pass1_iterations = 4
via_count = 7522
initialDrtViolationCount = 372
vias_per_cell = 4.97
ant_nets = 0
antennaDiodeCount = 0
drc_errors = 0

[die]
die_w_um = 168
ios = 21
die_area_um2 = 28400
coreArea_um2 = 27100
num_rows = 60
fp-utilization_pct = 40.9
die_y_um = 168

[timing]
min_period_over_period_pct = 77.5
rsz0062_at_grt = "false"
hold_ws_ns = 0.351
fin_setup_tns_ns = 0
min_period_ns = 3.56
finalSetupViolations = 0
final_hold_viol_count = 0
worst_slew_pin_slew_ns = 0.865
finalClockSkew_ns = 0.0148
drv_slew = 0
fmax_ghz = 0.281
max_slew_margin_pct = 41.9

[finish]
layout.cells.most_common = "nor2_1"
comb_area_um2 = 5080
syn2layout_area_growth_pct = 13.9
reg.largest.list = "wait_cnt x25, op_cnt x24, display.contador x16"
final_cell_mix = "170 x nor2_1, 146 x dfrtp_1, 88 x nand2_1"
post-route-util_pct = 46.6
largest-register = "wait_cnt"
n_fill_cell = 2460
design_area_um2 = 12600
register_area_um2 = 5700
layout-drive-gt1-share_pct = 12.6
largest_reg_flops = 25

[placement]
hpwl_um = 12800
io_buffers = 20
placed_area_um2 = 11700
place_congestion = 0.875

[global_routing]
grt_pass1_vias = 7196
gr-total-overflow = 0
grt_use_total_pct = 15.0
grt_max_degree = 72
antenna_found_initial = 0
grt_pass1_wl_um = 34600

[critical_path]
crit_fanout = 11
cp.required_ns = 4.97
endpoint_kind = "flip-flop"
cp.arrival_ns = 3.93
start_kind = "flip-flop"
critPathKind = "reg2reg"

[hold_path]
min-delay-path-class = "reg2reg"

[flow_run]
warnings = 42
max_cap_viol_count = 0

[cts]
cts_tree = "done"
clk_latency_ns = 0.53
cts_hold_buf = 0
htreeDepth = 1
cts_num_sinks = 229
cts-resized-gates = 0
path_clk_slew_ns = 0.06
clk_path_buf_depth = 3
cts_root_buffer = "clkbuf_16"
cts_setup_buffers = 0
numCtsBuffers = 26

[outcome]
status = "finished, final reports clean"
[power by group]
part	internal [W]	switching [W]
clock network	0.00130	0.000815
logic	0.0000339	0.0000670
registers	0.00204	0.0000206
total	0.00337	0.000902
[cell usage after synthesis (all sizes together), types with 10 or more instances]
library cell  instances  area (µm²)
nor2                170         638
dfrtp               146        3650
nand2                88         330
xor2                 73         639
dfstp                59        1550
xnor2                47         412
a21oi                43         215
nand3                42         215
inv                  40         150
o21ai                39         195
ha                   38         475
clkbuf               28         106
nand4                28         175
mux2i                25         250
nor2b                24         150
dfxtp                22         440
nor3                 21         105
and3                 16         100
or3                  13        86.3
buf                  12        53.8
mux2                 11         124
a31oi                10        62.6
and4                 10        87.6
[layer usage]
layer	track usage (%)	vias up	wire length, µm
met1	24.5	3601	9910
li1	-	3821	-
met4	2.65	0	406
met5	0	-	0
met3	2.43	27	634
met2	22.3	73	8490
[worst paths after layout]
kind                                                     from                           endpoint  slack (ns)  cells after the start
worst max-delay path                        A1[0]$_DFFE_PN1P_  divisor_inst.r_reg[2]$_DFFE_PN0P_        1.04                     15
worst min-delay path            teclado_inst.boton[0]$_DFF_P_             key_prev1[0]$_DFF_PN1_        0.35                      0
worst max register to register              A1[0]$_DFFE_PN1P_  divisor_inst.r_reg[2]$_DFFE_PN0P_        1.04                     15
worst min register to register  teclado_inst.boton[0]$_DFF_P_             key_prev1[0]$_DFF_PN1_        0.35                      0
max in group asynchronous                                 rst          f1.key_stable$_DFFE_PN1P_        3.27                      2
min in group asynchronous                                 rst             op_cnt[22]$_DFFE_PN0P_        0.41                      1
[through the flow]
stage,worst slack (ns),power (W),cells
final,1.04,0.00427,1513
after global placement,1.11,0.00220,1465
after CTS,1.03,0.00435,1513
after floorplan,1.21,0.00214,1100
after detailed placement,1.05,0.00220,1465
after global routing,0.707,0.00444,1513
[logic make-up (layout without fill, tap and decap cells)]
logic type | after synthesis | count (layout) | synth area share [%]
AND/OR/NAND/NOR | 460 | 460 | 20.6
flip-flops | 229 | 229 | 51.5
AND-OR/OR-AND | 134 | 134 | 7.38
XOR/XNOR | 120 | 120 | 9.48
buffers and inverters | 80 | 121 | 2.80
adder cells (fa/ha/maj) | 39 | 39 | 4.47
multiplexers | 38 | 38 | 3.78
[final cells by class]
cell class	count	share of cell area [%]
clock inverter	8	0.694
inverter	40	1.19
clock buffer	40	6.54
sequential	229	45.2
tap	372	3.69
timing repair buffer	33	2.49
multi-input combinational	791	40.2
[critical path, stage by stage (launching register included)]
cell     delay, ns
dfstp_2       0.54
nor4b_1       0.48
ha_1          0.25
ha_1          0.15
xnor2_1       0.14
xnor2_1       0.10
mux4_2        0.49
inv_1         0.07
ha_1          0.18
fa_1          0.22
inv_1         0.05
a21o_1        0.15
a21oi_1       0.13
buf_4         0.19
mux2i_1       0.20
a21oi_1       0.08
Power and IR drop assume default switching activity.
