`./design.v`:
```
module divisor (
    input   logic [3:0] dividendo,
    input   logic [3:0] divisor,
    output  logic [3:0] cociente,
    output  logic [3:0] resto
);
    logic [3:0] resto4, resto3, resto2, resto1, resto0;
    assign resto4 = 4'b0;
    divisor_resta d3 (
        .dividendo   (dividendo [3]),
        .divisor     (divisor),
        .resto_prima (resto4),
        .cociente    (cociente[3]),
        .resto_ant   (resto3)
    );
    divisor_resta d2 (
        .dividendo   (dividendo [2]),
        .divisor     (divisor),
        .resto_prima (resto3),
        .cociente    (cociente[2]),
        .resto_ant   (resto2)
    );
    divisor_resta d1 (
        .dividendo   (dividendo [1]),
        .divisor     (divisor),
        .resto_prima (resto2),
        .cociente    (cociente[1]),
        .resto_ant   (resto1)
    );
    divisor_resta d0 (
        .dividendo   (dividendo [0]),
        .divisor     (divisor),
        .resto_prima (resto1),
        .cociente    (cociente[0]),
        .resto_ant   (resto0)
    );
    assign resto = resto0;
endmodule
module divisor_resta (
    input   logic       dividendo,
    input   logic [3:0] divisor,
    input   logic [3:0] resto_prima,
    output  logic       cociente,
    output  logic [3:0] resto_ant
);
    logic [3:0] resto;  
    logic signed [4:0] resta; 
    always_comb begin
        resto = {resto_prima[2:0],dividendo}; 
        resta = $signed({1'b0, resto}) - $signed({1'b0, divisor});
        if (resta < 0) begin
            cociente = 1'b0; 
            resto_ant = resto;
        end else begin
            cociente = 1'b1; 
            resto_ant = resta [3:0];
        end
    end
endmodule
```
`./config.mk`:
```
export PLATFORM = sky130hd
export DESIGN_NAME = divisor
export DESIGN_NICKNAME = divisor
export VERILOG_FILES = /design/flow/design.v
export SDC_FILE = /design/flow/constraint.sdc
export NUM_CORES = 4
export LEC_CHECK = 1
export CORE_AREA = 10 10 70 70
export DIE_AREA = 0 0 80 80
```
`./constraint.sdc`:
```
current_design divisor

set clk_period 7.8
set clk_io_pct 0.2

create_clock -name clk0 -period $clk_period

set non_clock_inputs [all_inputs -no_clocks]
set_input_delay [expr $clk_period * $clk_io_pct] -clock clk0 $non_clock_inputs
set_output_delay [expr $clk_period * $clk_io_pct] -clock clk0 [all_outputs]
```
`./run.sh`:
```
#!/bin/bash
# OpenROAD 26Q1-2900-gdf79404cd8, Yosys 0.63+post, stock flow scripts
make -C /OpenROAD-flow-scripts/flow DESIGN_CONFIG=/design/flow/config.mk WORK_HOME=/design/flow/orfs finish
```
==> results_dict.tcl <==
# yosys + openroad results
set metrics [dict create \
    critPathKind "primary input to output pin" \
    path_cells "dlymetal6s2s_1 > inv_2 > ha_1 > inv_1 > ha_2 > or4b_4 > o21ai_2 > fa_2 > or3b_4 > nand2_4 > mux2_4 > fa_2 > nand2b_4 > a21o_4 > buf_4 > mux2i_1 > ha_1 > nand3_2 > and2_4 > mux2_2 > clkdlybuf4s50_1" \
    synth_area_per_cell_um2 8.06 \
    ys_cells 72 \
    start_kind "primary input" \
    ios 16 \
    postSynthCellCount 72 \
    grt_overflow_total 0 \
    worst_slack_ps 336 \
    power.leakage_nw 0.535 \
    hold_path_depth 5 \
    required_ps 6240 \
    grt_pass1_vias 589 \
    die_area_um2 6400 \
    period_used_share 0.957 \
    min_to "resto[0]" \
    hpwl_um 1340 \
    antenna_found_initial 0 \
    clkPwrFrac 0 \
    yosys.cell_types.count 28 \
    crit_fanout 4 \
    antenna_left 0 \
    rows 21 \
    slowest_stage "or4b_4" \
    drive_gt1_frac 0.535 \
    hold_start "divisor[0]" \
    synthTopCellsByArea "ha_1, fa_1, inv_1" \
    power_frac_seq 0 \
    vias 607 \
    synth_sequential_area_ratio 0 \
    clock.fmax_ghz 0.134 \
    setup_tns_ps 0 \
    final_area_um2 1100 \
    crit_start "dividendo[3]" \
    pre_cts_slack_ps -420 \
    netlist.area_leader.share 0.259 \
    drtPass1Iterations 3 \
    comb_power_share 1.000 \
    die_y_um 80 \
    nFillCells 362 \
    power.internal_mw 0.0975 \
    slew_viol_final 0 \
    rsz0062_at_grt "false" \
    numPortBuffers 16 \
    power_density_nw_per_um2 142 \
    dieWidth_um 80 \
    setup_viol 0 \
    cap_violations 0 \
    crit_arrival_ps 5900 \
    hold_class "primary input to output pin" \
    routedWlPerCell_um 9.97 \
    ir_drop_v 0.0000382 \
    drc 0 \
    flops 0 \
    clock_buffers 0 \
    grt_max_degree 5 \
    yosys_warnings 1 \
    crit_family "simple AND/OR/NAND/NOR gates" \
    core_area_um2 3420 \
    syn_area_um2 581 \
    place.gp.congestion 0.845 \
    ff_latch_area_um2 0 \
    area_growth_syn_to_layout_pct 89.0 \
    yosys_area_um2 581 \
    placed_area_um2 948 \
    period_minus_slack_ps 7460 \
    path_buffers 5 \
    n_antenna_cell 0 \
    warnings 33 \
    viasPerCell 3.79 \
    status "completed" \
    initCoreUtil 0.170 \
    track_usage 0.0468 \
    switching_share 0.375 \
    netSwitchingPower_mw 0.0584 \
    cpPeakStageDelay_ps 460 \
    end_kind "output pin" \
    top_area_cell "ha_1" \
    finalWirelength_um 1600 \
    final_hold_viol_count 0 \
    drtIter0Drc 4 \
    ctsHoldBuffers 0 \
    grt_pass1_wl_um 2590 \
]
## cells in the final DEF, fill, tap and decap left out, drive strengths merged
cell / n
a21o: 2
a31o: 1
or4b: 1
fa: 3
nand2b: 2
nand2: 1
xor2: 2
a211oi: 1
and2: 3
buf: 32
nand3: 1
o2111ai: 1
a21oi: 6
xnor2: 2
o21ai: 1
clkdlybuf4s50: 10
nor2: 6
nor3b: 1
conb: 1
dlygate4sd2: 1
ha: 12
dlymetal6s2s: 3
or3b: 1
a31oi: 2
inv: 13
mux2i: 3
mux2: 2
## cell type report
class,instances,area [um^2],share of cell area
multi-input combinational,55,606,0.552
tap,46,57.6,0.0525
inverter,13,48.8,0.0445
timing repair buffer,46,385,0.351
## kinds of logic after synthesis
kind of cell	synth area share
adders and majority gates	0.362
AOI/OAI and AO/OA	0.168
muxes	0.0970
buffers and inverters	0.136
other	0.00646
and+or+nand+nor	0.170
xor gates and xnor gates	0.0604
## power groups by stage
stage / registers (mW) / clock network [mW] / logic [mW]
after CTS: 0 / 0 / 0.150
after global routing: 0 / 0 / 0.173
final: 0 / 0 / 0.156
## stage by stage
step,hold WS [ps],instances,power (mW),util
floorplan,3200,72,0.0643,-
global placement,4090,154,0.126,0.278
detailed placement,4100,154,0.128,0.278
CTS,3930,158,0.150,0.311
global route,3860,160,0.173,0.321
finish,3780,160,0.156,0.321
## what timing repair did
item / 4_1_cts / 5_1_grt
buffers inserted: 4 / 2
setup endpoints to repair: 5 / 4
pin swaps: 4 / 1
gates resized: 23 / 11
## per-layer routing
layer / vias up / routed length [um] / global-route usage
li1: 327 / - / -
met1: 270 / 753 / 0.0641
met2: 10 / 712 / 0.0778
met3: 0 / 128 / 0.0102
met4: 0 / 0 / 0
met5: - / 0 / 0
## synth_stat cells
cell type,n
a211oi_1,1
a21o_1,2
a21oi_1,5
a21oi_2,1
a31o_2,1
a31oi_1,2
and2_1,2
and2_2,1
buf_4,4
conb_1,1
fa_1,3
ha_1,12
inv_1,12
inv_2,1
mux2_2,1
mux2_4,1
mux2i_1,3
nand2_2,1
nand2b_1,2
nand3_1,1
nor2_1,6
nor3b_1,1
o2111ai_2,1
o21ai_0,1
or3b_4,1
or4b_4,1
xnor2_1,2
xor2_1,2
## how the worst max path moves through the flow
stage                 endpoint  cells past startpoint
after CTS             resto[1]                     21
after global routing  resto[1]                     22
final                 resto[1]                     21
No activity file was given, so power comes from the tool's default toggle rates.
